==> flow/config.mk <==
export PLATFORM = sky130hd
export DESIGN_NAME = top
export DESIGN_NICKNAME = top
export VERILOG_FILES = /design/flow/design.v
export SDC_FILE = /design/flow/constraint.sdc
export NUM_CORES = 4
export LEC_CHECK = 1
export CORE_UTILIZATION = 40
==> flow/constraint.sdc <==
current_design top

set clk_period 113.8
set clk_io_pct 0.2

create_clock -name clk0 -period $clk_period [get_ports {clk}]

set non_clock_inputs [all_inputs -no_clocks]
set_input_delay [expr $clk_period * $clk_io_pct] -clock clk0 $non_clock_inputs
set_output_delay [expr $clk_period * $clk_io_pct] -clock clk0 [all_outputs]
==> flow/design.v <==
`timescale 1ns / 1ps
module baud_rate_generator #(   
    parameter   N = 10,      
    M = 651      
) (
    input  clk_100MHz,   
    input  reset,        
    output tick          
);
  reg  [N-1:0] counter;   
  wire [N-1:0] next;   
  always @(posedge clk_100MHz, posedge reset)
    if (reset) counter <= 0;
    else counter <= next;
  assign next = (counter == (M - 1)) ? 0 : counter + 1;
  assign tick = (counter == (M - 1)) ? 1'b1 : 1'b0;
endmodule
`timescale 1ns / 1ps
module top
#(
        parameter   DBITS = 8,           
                    SB_TICK = 16,        
                    BR_LIMIT = 651,      
                    BR_BITS = 10,        
    )
(
    input logic rx, clk, reset, t,
    output logic tx,
    output logic [7:0] p, written
    );
    logic tick;                           
    logic rx_done_tick;                   
    logic tx_done_tick;                   
    logic tx_empty;
    logic tx_fifo_not_empty;
    logic [DBITS-1:0] tx_fifo_out;
    logic [DBITS-1:0] rx_data_out;
    logic [7:0] mem [0:255]; 
    logic [7:0] d, dprev;
    logic [7:0] raddr = 0;
    logic [7:0] waddr = 0;
    logic [7:0] b_tr = 0;
    logic [7:0] b_wr = 0;
    logic isfirstbit = 1;
    logic tfirstbit = 1;
    logic [7:0] dout = 32;
    logic [7:0] count = 48;
    logic tx_en = 0;
    logic tx_stop;
    assign tdone = tx_stop;
    baud_rate_generator 
        #(
            .M(BR_LIMIT), 
            .N(BR_BITS)
         ) 
        BAUD_RATE_GEN   
        (
            .clk_100MHz(clk), 
            .reset(reset),
            .tick(tick)
         );
             uart_receiver
        #(
            .DBITS(DBITS),
            .SB_TICK(SB_TICK)
         )
         UART_RX_UNIT
         (
            .clk_100MHz(clk),
            .reset(reset),
            .rx(rx),
            .sample_tick(tick),
            .data_ready(rx_done_tick),
            .data_out(rx_data_out)
         );
         uart_transmitter
        #(
            .DBITS(DBITS),
            .SB_TICK(SB_TICK)
         )
         UART_TX_UNIT
         (
            .clk_100MHz(clk),
            .reset(reset),
            .tx_start(t),
            .tx_stop(tx_en),
            .sample_tick(tick),
            .data_in(dout),
            .tx_done(tx_done_tick),
            .tx(tx)
         );
    logic [4:0] rx_st = 0;
    logic [4:0] tx_st = 0;
    logic [4:0] rxns = 0;
    logic [4:0] txns = 0;
    always @(posedge clk) begin
        if (reset) begin
            rx_st = 0;
            tx_st = 0;
            rxns = 0;
            txns = 0;
            dout <= 32;
            b_tr = 0;
            b_wr = 0;
            isfirstbit = 1;
            tfirstbit = 1;
            tx_en = 0; 
            count = 48;  
        end
        rx_st = rxns;
        tx_st = txns;
        case (rx_st)
            0: begin
                if (rx_done_tick) begin
                    if (isfirstbit) begin
                        d <= rx_data_out;
                        rxns = 5;
                    end else begin
                    rxns = 1;
                    d <= rx_data_out;
                    p <= rx_data_out;
                    end
                end
            end
            1: begin
                if (d == dprev) begin
                    count = count + 8'd1;
                    rxns = 0;
                end else begin
                    rxns = 2;
                end
            end
            2: begin
                mem[waddr] <= count;
                b_wr = b_wr + 8'd2;
                rxns = 3;
            end
            3: begin
                mem[waddr + 8'd1] <= dprev;
                rxns = 4;
            end
            4: begin
                count = 49;
                dprev <= d;
                written <= b_wr;
                waddr = waddr + 8'd2;
                rxns = 0;
            end
            5: begin
                dprev <= rx_data_out;
                isfirstbit = 0;
                rxns = 1;
            end
            default: rxns = 0; 
        endcase
        case (tx_st)
            0: begin
                if (t) begin
                    if (tfirstbit) begin
                        txns = 4;
                    end else begin
                        txns = 1;
                        dout = mem[raddr];
                    end
                end else begin
                    txns = 0;
                end 
            end
            1: begin
                if (tx_done_tick) begin 
                    if (b_tr >= b_wr) begin
                        txns = 1;
                        tx_en = 1;
                    end else begin
                        txns = 2;
                    end
                end
            end
            2: begin
                dout = mem[raddr];
                txns = 3;
            end
            3: begin
                raddr = raddr + 8'd1;
                b_tr = b_tr + 8'd1;
                txns = 0;
            end
            4: begin
                mem[waddr] <= count;
                b_wr = b_wr + 2;
                txns = 5;
            end
            5: begin
                mem[waddr + 1] <= dprev;
                tfirstbit = 0;
                txns = 6;
            end
            6: begin
                waddr = waddr + 2;
                txns = 0;
            end
            default: txns = 0;
        endcase
    end
endmodule
`timescale 1ns / 1ps
module uart_receiver
    #(
        parameter   DBITS = 8,           
                    SB_TICK = 16         
    )
    (
        input clk_100MHz,                
        input reset,                     
        input rx,                        
        input sample_tick,               
        output reg data_ready,           
        output [DBITS-1:0] data_out
    );
    localparam [1:0] idle  = 2'b00,
                     start = 2'b01,
                     data  = 2'b10,
                     stop  = 2'b11;
    reg [1:0] state, next_state;         
    reg [3:0] tick_reg, tick_next;       
    reg [2:0] nbits_reg, nbits_next;     
    reg [7:0] data_reg, data_next;       
    always @(posedge clk_100MHz, posedge reset)
        if(reset) begin
            state <= idle;
            tick_reg <= 0;
            nbits_reg <= 0;
            data_reg <= 0;
        end
        else begin
            state <= next_state;
            tick_reg <= tick_next;
            nbits_reg <= nbits_next;
            data_reg <= data_next;
        end        
    always @* begin
        next_state = state;
        data_ready = 1'b0;
        tick_next = tick_reg;
        nbits_next = nbits_reg;
        data_next = data_reg;
        case(state)
            idle:
                if(~rx) begin                
                    next_state = start;
                    tick_next = 0;
                end
            start:
                if(sample_tick)
                    if(tick_reg == 7) begin
                        next_state = data;
                        tick_next = 0;
                        nbits_next = 0;
                    end
                    else
                        tick_next = tick_reg + 1;
            data:
                if(sample_tick)
                    if(tick_reg == 15) begin
                        tick_next = 0;
                        data_next = {rx, data_reg[7:1]};
                        if(nbits_reg == (DBITS-1))
                            next_state = stop;
                        else
                            nbits_next = nbits_reg + 1;
                    end
                    else
                        tick_next = tick_reg + 1;
            stop:
                if(sample_tick)
                    if(tick_reg == (SB_TICK-1)) begin
                        next_state = idle;
                        data_ready = 1'b1;
                    end
                    else
                        tick_next = tick_reg + 1;
        endcase                    
    end
    assign data_out = data_reg;
endmodule
`timescale 1ns / 1ps
module uart_transmitter
    #(
        parameter   DBITS = 8,           
                    SB_TICK = 16         
    )
    (
        input clk_100MHz,                
        input reset,                     
        input tx_start,
        input tx_stop,
        input sample_tick,               
        input [DBITS-1:0] data_in,
        output reg tx_done,              
        output tx                        
    );
    localparam [1:0]    idle  = 2'b00,
                        start = 2'b01,
                        data  = 2'b10,
                        stop  = 2'b11;
    reg [1:0] state, next_state;             
    reg [3:0] tick_reg, tick_next;           
    reg [2:0] nbits_reg, nbits_next;         
    reg [DBITS-1:0] data_reg, data_next;     
    reg tx_reg, tx_next;                     
    always @(posedge clk_100MHz, posedge reset)
        if(reset) begin
            state <= idle;
            tick_reg <= 0;
            nbits_reg <= 0;
            data_reg <= 0;
            tx_reg <= 1'b1;
        end
        else begin
            state <= next_state;
            tick_reg <= tick_next;
            nbits_reg <= nbits_next;
            data_reg <= data_next;
            tx_reg <= tx_next;
        end
    always @* begin
        next_state = state;
        tx_done = 1'b0;
        tick_next = tick_reg;
        nbits_next = nbits_reg;
        data_next = data_reg;
        tx_next = tx_reg;
        case(state)
            idle: begin                      
                tx_next = 1'b1;              
                if(tx_start) begin           
                    if (!tx_stop) begin
                        next_state = start;
                        tick_next = 0;
                          data_next = data_in;
                    end
                end
            end
            start: begin
                tx_next = 1'b0;              
                if(sample_tick)
                    if(tick_reg == 15) begin
                        next_state = data;
                        tick_next = 0;
                        nbits_next = 0;
                    end
                    else
                        tick_next = tick_reg + 1;
            end
            data: begin
                tx_next = data_reg[0];
                if(sample_tick)
                    if(tick_reg == 15) begin
                        tick_next = 0;
                        data_next = data_reg >> 1;
                        if(nbits_reg == (DBITS-1))
                            next_state = stop;
                        else
                            nbits_next = nbits_reg + 1;
                    end
                    else
                        tick_next = tick_reg + 1;
            end
            stop: begin
                tx_next = 1'b1;          
                if(sample_tick)
                    if(tick_reg == (SB_TICK-1)) begin
                            next_state = idle;
                            tx_done = 1'b1;
                    end
                    else
                        tick_next = tick_reg + 1;
            end
        endcase    
    end
    assign tx = tx_reg;
endmodule
==> flow/run.sh <==
#!/bin/bash
# OpenROAD 26Q1-2900-gdf79404cd8, Yosys 0.63+post, stock flow scripts
make -C /OpenROAD-flow-scripts/flow DESIGN_CONFIG=/design/flow/config.mk WORK_HOME=/design/flow/orfs finish
==> reports/results.md <==
| Item | Reported | Unit |
| --- | --- | --- |
| Status | finished clean | - |
| First-pass iteration count of the detailed router | 6 | - |
| Peak per-stage delay on the critical path | 720 | ps |
| Fill cell count | 24100 | - |
| Startpoint type of the worst setup path | input port | - |
| Cell taking the most area after synthesis | sky130_fd_sc_hd__edfxtp_1 | - |
| Worst slew margin relative to its limit | 0.0578 | - |
| Synthesized flop and latch total | 2189 | - |
| Pwr per Cell Area | 13.0 | mW/mm² |
| Setup Fix Bufs, Post-CTS | 0 | - |
| Number of clock sinks | 2189 | - |
| Core ar. | 0.279 | mm² |
| Tally of unique sky130hd cells used after synthesis | 89 | - |
| Setup Crit Path Kind | input port to flip-flop | - |
| Critical path arrival | 28500 | ps |
| Reg2Reg Capture Point | dout[4] | - |
| Share of async-settable or async-resettable flops after synthesis | 0.0224 | - |
| Flop pwr share | 0.533 | - |
| Utilization after layout | 0.451 | - |
| Top-level I/O count | 21 | - |
| Count leader, synth | sky130_fd_sc_hd__mux2i_1 | - |
| Post-route clock skew | 57.8 | ps |
| Mean post-synth cell area | 14.9 | µm² |
| Synthesis Warnings | 5 | - |
| Top Registers | mem (2048), BAUD_RATE_GEN.counter (10) | - |
| GRT overflow | 0 | - |
| Internal Dissipation | 1.30 | mW |
| Top area contributor share | 0.561 | - |
| Number of global-route vias before repair | 72900 | - |
| Die width | 532 | µm |
| WHS Path Cells | 1 | - |
| Period utilisation layout | 0.245 | - |
| Syn Inst Count | 7549 | - |
| Count of library flops with an enable pin | 2096 | - |
| WL per Instance | 34.1 | µm |
| Chip area from the yosys synthesis statistics | 0.112 | mm² |
| Netlist area before placement | 0.112 | mm² |
| Most used DFF post-synth | sky130_fd_sc_hd__edfxtp_1 | - |
| Share of total power consumed by net switching | 0.205 | - |
| OpenROAD warning count | 42 | - |
| Switching power summed over all nets | 0.335 | mW |
| Level count of the clock H-tree | 4 | - |
| Per-cell via count in the routed design | 6.15 | - |
| Antenna violations before repair | 24 | - |
| I/O Buffers | 20 | - |
| Top cells by instance count after synthesis | sky130_fd_sc_hd__mux2i_1, sky130_fd_sc_hd__edfxtp_1, sky130_fd_sc_hd__clkbuf_1 | - |
| CTS tree | done | - |
| Seq share, synth | 0.580 | - |
| Worst path slowest cell | sky130_fd_sc_hd__buf_4 | - |
| Chip area | 0.283 | mm² |
| Post-DRT Antenna Nets | 0 | - |
| Post_cts resized | 0 | - |
| Total power of the final layout | 1.64 | mW |
| Total routing usage reported by global routing | 0.294 | - |
| Post-detailed-placement half-perimeter wirelength | 239 | mm |
| Ys cells | 7549 | - |
| Number of hold-slack violations in the final timing report | 0 | - |
| Number of CTS-inserted buffers | 238 | - |
| DIE HEIGHT | 532 | µm |
| Maximum achievable frequency | 0.0358 | GHz |
| End point of the worst hold path | BAUD_RATE_GEN.counter[8] | - |
| Final setup violation count | 0 | - |
| Worst min path class | flip-flop to flip-flop | - |
| Fraction of layout cells with a size suffix above 1 | 0.214 | - |
| Unrepaired setup endpoints after global routing | false | - |
| Clock slew seen by the registers of the worst setup and hold paths | 60 | ps |
| Residual DRC count | 0 | - |
| RePlAce Congestion | 0.971 | - |
| Peak supply drop | 0.0000123 | V |
| Final max-slew violation count | 0 | - |
| Skew-Pair Late Insertion Delay | 910 | ps |
| Worst Min Path Start | BAUD_RATE_GEN.counter[8] | - |
| Maximum net fanout on the critical path | 52 | - |
| Static power due to leakage | 43.5 | nW |
| CTS Root Buffer Type | sky130_fd_sc_hd__clkbuf_16 | - |
| Max FFs per register | 2048 | - |
| Starting DRT DRC Count | 4764 | - |
| First-pass GRT wire length | 551 | mm |
| Most used cell, CP | sky130_fd_sc_hd__buf_4 | - |
| Max-cap violations | 0 | - |
| Transition time at the pin with the least slew margin | 1410 | ps |
| Req. time, crit path | 114370 | ps |
| Source of the worst register-to-register timing path | raddr[1] | - |
| Maximum number of pins on one net before global-route repair | 120 | - |
| Time the final worst path needs with I/O delays and setup | 27930 | ps |
| FP Core Util | 0.402 | - |
| CP endpoint kind | flip-flop | - |
| FF-to-FF path depth | 11 | - |
| CTS Hold Bufs | 0 | - |
| Core Rows | 194 | - |
| Top area cell types | sky130_fd_sc_hd__edfxtp_1, sky130_fd_sc_hd__mux2i_1, sky130_fd_sc_hd__mux4_2, sky130_fd_sc_hd__clkbuf_1, sky130_fd_sc_hd__buf_2 | - |
| Critical Path, Cell by Cell | clkdlybuf4s50_1, buf_4, nor3_4, nand3_1, nor4_2, mux2i_1, mux2i_4, buf_4, buf_4, buf_4, buf_4, mux2i_1 | - |
| Clock network power share | 0.462 | - |
| Reg-to-reg setup timing slack | 107110 | ps |
| Area growth syn-to-layout | 12.1 | % |
| Combinational fraction of design power | 0.005 | - |
| Register ranked first by flip-flop count | mem | - |
| Total via count after detailed routing | 69700 | - |
| Routed Wire Length | 387 | mm |
| TNS Setup | 0 | ps |
| Clock buffer depth | 4 | - |
## layout make-up
cell class	count	area [µm²]	area share
inverter	26	103	0.000815
clock buffer	278	6140	0.0488
timing repair buffer	612	4830	0.0384
tap	3724	4660	0.0370
clock inverter	146	1290	0.0102
antenna	46	115	0.000915
multi-input combinational	4321	43700	0.347
sequential	2189	65100	0.517
## worst max-delay path, delay by kind of cell
kind                   cells  cell delay (ps)
buffers and inverters      6             3370
AND/OR/NAND/NOR            3             1270
multiplexers               3              870
## cells in the final DEF (no fill, tap or decap), types with 13 or more instances in the layout
cell,instances
sky130_fd_sc_hd__inv_1,18
sky130_fd_sc_hd__buf_12,15
sky130_fd_sc_hd__and3_1,19
sky130_fd_sc_hd__a31oi_1,13
sky130_fd_sc_hd__o221ai_1,30
sky130_fd_sc_hd__a22o_1,14
sky130_fd_sc_hd__o21ai_0,185
sky130_fd_sc_hd__mux2i_1,2245
sky130_fd_sc_hd__clkbuf_16,239
sky130_fd_sc_hd__clkinv_2,43
sky130_fd_sc_hd__mux2_2,53
sky130_fd_sc_hd__mux4_2,443
sky130_fd_sc_hd__clkdlybuf4s50_1,20
sky130_fd_sc_hd__buf_4,577
sky130_fd_sc_hd__a21oi_1,83
sky130_fd_sc_hd__nand3_1,201
sky130_fd_sc_hd__nor3_2,122
sky130_fd_sc_hd__o21bai_1,141
sky130_fd_sc_hd__o22ai_1,29
sky130_fd_sc_hd__nand2_1,142
sky130_fd_sc_hd__nor3_1,62
sky130_fd_sc_hd__ha_1,21
sky130_fd_sc_hd__nor2_1,73
sky130_fd_sc_hd__bufinv_16,20
sky130_fd_sc_hd__xor2_1,14
sky130_fd_sc_hd__diode_2,46
sky130_fd_sc_hd__edfxtp_1,2096
sky130_fd_sc_hd__a22oi_1,55
sky130_fd_sc_hd__nand4_1,20
sky130_fd_sc_hd__a211oi_1,16
sky130_fd_sc_hd__a221oi_1,42
sky130_fd_sc_hd__nor2b_1,31
sky130_fd_sc_hd__xnor2_1,39
sky130_fd_sc_hd__dfxtp_1,44
sky130_fd_sc_hd__clkbuf_1,38
sky130_fd_sc_hd__dfrtp_1,46
sky130_fd_sc_hd__clkinv_1,64
## power by group through the flow
stage	sequential, mW	combinational (mW)	clock (mW)
CTS	0.871	0.00785	0.765
global route	0.871	0.00863	0.794
finish	0.871	0.00806	0.756
## cells by family (layout without fill, tap and decap cells)
kind of cell    Yosys count  in the layout  share of synthesized area
fa+ha+maj                21             21                    0.00234
simple gates            779            779                     0.0355
flops                  2189           2189                      0.580
other cells               1             50                  0.0000334
mux                    2751           2751                      0.295
compound gates          711            711                     0.0428
buf+inv                1042           1062                     0.0398
xor+xnor                 55             55                    0.00443
## worst max path at each step
| stage | startpoint | endpoint | slack [ps] | depth (start not counted) |
|---|---|---|---|---|
| CTS | reset | mem[105][2] | 86120 | 12 |
| global route | reset | mem[106][2] | 85610 | 12 |
| finish | reset | mem[105][2] | 85870 | 12 |
## routing by layer
layer | GRT usage | up-vias | share of wire
met3 | 0.202 | 844 | 0.16
li1 | - | 29300 | -
met1 | 0.361 | 35500 | 0.34
met5 | 0.0228 | - | 0.0020
met2 | 0.410 | 4138 | 0.45
met4 | 0.123 | 43 | 0.051
## metrics by stage
step	std cells	setup slack, ps	cell area, µm²	hold slack [ps]
after floorplan	7552	87300	112000	438
after global placement	10900	85270	118000	464
after detailed placement	10900	85220	118000	477
after CTS	11300	86120	126000	490
after global routing	11300	85610	126000	508
final	11300	85870	126000	483
Power and IR drop assume default switching activity.
